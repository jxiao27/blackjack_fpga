File: config.mk
export PLATFORM = sky130hd
export DESIGN_NAME = CardDecoder
export DESIGN_NICKNAME = CardDecoder
export VERILOG_FILES = /design/flow/design.v
export SDC_FILE = /design/flow/constraint.sdc
export NUM_CORES = 4
export LEC_CHECK = 1
export CORE_AREA = 10 10 70 70
export DIE_AREA = 0 0 80 80
File: constraint.sdc
current_design CardDecoder

set clk_period 5.9
set clk_io_pct 0.2

create_clock -name clk0 -period $clk_period

set non_clock_inputs [all_inputs -no_clocks]
set_input_delay [expr $clk_period * $clk_io_pct] -clock clk0 $non_clock_inputs
set_output_delay [expr $clk_period * $clk_io_pct] -clock clk0 [all_outputs]
File: design.v
module CardDecoder (
    input  logic [5:0] card_value,   
    output logic [3:0] rank,         
    output logic [1:0] suite         
);
    always_comb begin 
        unique case (card_value % 13)
            0: rank = 4'd13;  
            1: rank = 4'd1;   
            2: rank = 4'd2;   
            3: rank = 4'd3;   
            4: rank = 4'd4;   
            5: rank = 4'd5;   
            6: rank = 4'd6;   
            7: rank = 4'd7;   
            8: rank = 4'd8;   
            9: rank = 4'd9;   
            10: rank = 4'd10;  
            11: rank = 4'd11;  
            12: rank = 4'd12;  
            default: rank = 4'd0;  
        endcase  
    end
    always_comb begin
        unique case (card_value / 13)
            0: suite = 2'd0;  
            1: suite = 2'd1;  
            2: suite = 2'd2;  
            3: suite = 2'd3;  
            default: suite = 2'd0;  
        endcase
    end
endmodule
File: run.sh
#!/bin/bash
# OpenROAD 26Q1-2900-gdf79404cd8, Yosys 0.63+post, stock flow scripts
make -C /OpenROAD-flow-scripts/flow DESIGN_CONFIG=/design/flow/config.mk WORK_HOME=/design/flow/orfs finish
==> results.txt <==
Update from the flow run.

The worst setup path is of the input port to output port kind. The launch point of the worst path is card_value[5]. The number of cell instances after yosys synthesis is 100. The final estimated routing congestion in global placement is just over 0.8. The region available for standard cell placement spans ~0.0034 mm².

The leakage power summed over all cells is approximately 0.00058 µW. The core occupancy in the finished layout is 0.3850. The count of antenna-violating nets left after detailed routing is 0. The number of vias in the routed layout is 934.

In the log, the iteration count for the first detailed-route pass is 4. In the routed netlist, the antenna diode instances number 0. The flow ran to the end, and the final reports show no timing, DRC or antenna violations. Of all cell types, the one taking the most synthesized area is ha_1. The hold violation count in the final report is 0. TritonRoute reported its final design rule violation total as 0. The max-slew check reports its worst relative slack as 0.5725. The first global-routing pass estimated about 3500 µm of wire.

The worst hold margin is 3.249 ns. The capturing element type of the critical path is an output port. Counting the clock-network buffers in the layout gives 0. The count of placed standard cells in the final layout, fillers left out is about 190. The width of the chip is about 80 µm.

Counting every instance in the synthesized netlist gives roughly 100. Summing over the stages, the warning tally comes to 35. The HPWL after detailed placement is approximately 1800 µm.

In this run the VDD rail shows a maximum IR drop of ~0.08 mV. Per the summary, power density relative to cell area is 134.5 mW/mm². The stat command in Yosys gives a chip area of 743.2 µm².

The data required time of the worst path is around 4.7 ns. In the layout the commonest cells are buf_4 (31), nor2_1 (8), clkdlybuf4s50_1 (7). Setup repair after global routing could not meet its margin everywhere. The endpoint of the worst hold path is rank[1].

The area of the die is roughly 0.0064 mm². The combined global-route utilization of all metal layers is 0.06286. The sequential cell area in the final layout is 0 µm². The number of maximum-capacitance violations recorded for the run is 0. The floorplan report gives the top-level pin count as 12. Of the cells placed in the final design, the portion with a size suffix greater than 1 is 0.5282. The share of the synthesized area in the top cell type is 0.08418. The initial antenna violation count is 0. The proportion of synthesized chip area in sequential cells is 0. Dividing the detail-routed wire length by the instance count gives about 12 µm. Hold repair after CTS inserted 0 buffers. The post-layout period usage of the worst path is 0.9883.

The site row count is 21. The final timing report lists a max-slew violation count of 0. The biggest fanout along the worst timing path is 6.

The chip height is roughly 80 µm. The number of warning messages in the yosys log is 1. In the routed layout, each cell is associated on average with a via count of 4.968.

The actual slew at the worst max-slew pin is approximately 0.64 ns. The most frequent logic cell in the layout is buf_4. The sequential cell count is 0. The port buffer count is 12. The worst path needs 5.831 ns of the cycle, external delays included. The netlist area before placement is 743.2 µm².

STA classifies the critical path startpoint as an input port. The beginning of the worst hold path is card_value[4]. The fmax is around 170 MHz. Each instance of the synthesized netlist takes up on average 7.432 µm². The final layout contains routed wiring with a total length of 2304 µm.

The number of violations reported at the end of detailed-routing iteration 0 is 24. For this run, the final setup violation count is recorded as 0. Sorting the synthesized cells by area gives the leading types as ha_1 (8.4%), nor2_1 (5.1%), a21oi_1 (4.7%).

Counting tap cells, the placed design contains a total of approximately 190 instances. The count of unique library cells instantiated by Yosys is approximately 55. In the final layout, the fill cell count is between 300 and 400. The via count of the first global-routing pass was 848. The post-synthesis to final-layout area growth is 76.94%.

STA reports the tightest min-delay check as being of type input port to output port. The final setup TNS is 0 ns. The largest net degree at the start of global routing is 9. The signal arrival time at the worst endpoint is 4.65 ns. In the hold timing report, the worst path depth is 8.

Summed over all layers, the global routing overflow is 0. The initial utilization of the core area, before any placement, comes to 0.2176.
-- Yosys cell counts, drive strengths merged, types with 3 or more instances --
library cell   n
nand2          7
inv            5
o21ai          9
o31ai          3
xnor2          3
nor2          11
nor3           4
and4           4
ha             5
a21oi          9
-- where the power goes --
group,total [µW],switching (µW),internal (µW)
logic,177,83.8,93.1
registers,0,0,0
clock network,0,0,0
total,177,83.8,93.1
-- cell type report --
type                            instances  area [µm²]  area share
Multi-Input combinational cell         93       869.6      0.6613
Timing Repair Buffer                   44       369.1      0.2807
Tap cell                               46       57.56     0.04377
Inverter                                5       18.77     0.01427
-- per-stage QoR --
stage	setup slack [ns]	cell area, µm²	total power, µW
after floorplan	0.7960	743.2	82.78
after global placement	-0.2955	1124	140.9
after detailed placement	-0.3551	1124	142.3
after CTS	0.01771	1150	146.1
after global routing	-0.07223	1315	190.0
final	0.06932	1315	176.9
-- worst max-delay path, cell delays in order --
cell	delay, ns
clkdlybuf4s50_1	0.49
nand2_2	0.07
mux2i_1	0.14
buf_4	0.15
buf_4	0.14
ha_1	0.22
o31ai_1	0.40
mux2i_1	0.24
a211o_4	0.35
and4_1	0.20
o31ai_2	0.29
o21ai_1	0.11
a21oi_1	0.17
clkdlybuf4s50_1	0.49
-- worst max path at each step --
| stage | endpoint | slack [ns] | depth (start not counted) |
|---|---|---|---|
| CTS | rank[2] | 0.02 | 15 |
| global route | rank[3] | -0.07 | 14 |
| finish | rank[3] | 0.07 | 14 |
-- cells by family after synthesis --
logic type	count (synthesis)	synth area share
muxes	4	0.06228
xor gates and xnor gates	5	0.07914
adders and majority gates	6	0.09933
AOI/OAI and AO/OA	37	0.3738
buffers and inverters	7	0.04545
and+or+nand+nor	41	0.3401
-- repair_timing --
action	in CTS	in global routing
pin swaps	3	14
setup endpoints to repair	4	4
resized	9	31
buffers inserted	1	2
-- routing by layer --
layer / part of all wire / vias up / global-route usage
met5: 0 / - / 0
met4: 0 / 0 / 0.005282
met3: 0.041 / 0 / 0.003409
met2: 0.45 / 28 / 0.1091
met1: 0.51 / 431 / 0.08592
li1: - / 475 / -
Power figures rest on the tool's default switching activity, not on a simulated workload.
