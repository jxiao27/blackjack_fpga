==> ./design.v <==
localparam COUNTER_WIDTH = 30; 
module sync_debounce (
	input  logic Clk, 
	input  logic d, 
	output logic q
);
	logic ff1, ff2, q;
	logic [COUNTER_WIDTH : 0] counter;
	always_ff @(posedge Clk) begin
		ff1 <= d;  
		ff2 <= ff1;  
		if (~(ff1 ^ ff2)) begin  
		  if (~counter[COUNTER_WIDTH]) begin
		      counter <= counter + 1'b1;  
		  end else begin
		      q <= ff2;  
		  end
	    end else begin
	       counter <= '0;  
	    end
	end
endmodule
==> ./config.mk <==
export PLATFORM = sky130hd
export DESIGN_NAME = sync_debounce
export DESIGN_NICKNAME = sync_debounce
export VERILOG_FILES = /design/flow/design.v
export SDC_FILE = /design/flow/constraint.sdc
export NUM_CORES = 4
export LEC_CHECK = 1
export CORE_AREA = 10 10 107 107
export DIE_AREA = 0 0 117 117
==> ./run.sh <==
#!/bin/bash
# OpenROAD 26Q1-2900-gdf79404cd8, Yosys 0.63+post, stock flow scripts
make -C /OpenROAD-flow-scripts/flow DESIGN_CONFIG=/design/flow/config.mk WORK_HOME=/design/flow/orfs finish
==> ./constraint.sdc <==
current_design sync_debounce

set clk_period 4.2
set clk_io_pct 0.2

create_clock -name clk0 -period $clk_period [get_ports {Clk}]

set non_clock_inputs [all_inputs -no_clocks]
set_input_delay [expr $clk_period * $clk_io_pct] -clock clk0 $non_clock_inputs
set_output_delay [expr $clk_period * $clk_io_pct] -clock clk0 [all_outputs]
==> results.py <==
# Synthesis and PnR figures
metrics = {
    "logic_synthesis": {
        "synth_seq_share": 0.450,
        "yosysMostFrequentCell": "dfxtp_1",
        "synthTopCellsByCount": "33 x dfxtp_1, 16 x nor2_1, 14 x a21oi_1",
        "top_logic_kind": "simple AND/OR/NAND/NOR gates",
        "edf_count": 1,
        "compound_area_frac": 0.112,
        "syn_inst": 173,
        "ys_warn_count": 1,
        "async_flop_share": 0,
        "yosys.area.top_type_share": 0.431,
        "synthMuxAreaShare": 0.0131,
        "xor_area_frac": 0.0856,
        "ys_seq_elements": 34,
        "ys_sh_adder": 0.00816,
        "netlist-cell-type-count": 37,
        "ys_sh_simple": 0.291,
        "synthTopCellsByArea": "dfxtp_1 43%, xnor2_1 6.3%, a21oi_1 4.6%",
        "syn_area_sq_mm": 0.00153,
        "avgSynthCellArea_sq_um": 8.87,
        "ys_cells": 173,
        "ys_chip_area_sq_mm": 0.00153,
        "flop_cell": "dfxtp_1",
        "top_area_cell": "dfxtp_1",
    },
    "finish": {
        "drive_gt1_frac": 0.0914,
        "fin_cells": 286,
        "area_growth_pct": 14.8,
        "comb_area_sq_um": 790,
        "nFillCells": 1025,
        "flop_area_sq_um": 691,
    },
    "setup_path": {
        "cp.arrival_ns": 2.46,
        "path_cells": "nand3_1 -> or4_1 -> or4_1 -> a21oi_1",
        "startpoint_type": "flip-flop",
        "slowest_stage": "or4_1",
        "crit_type": "flip-flop to flip-flop",
        "crit_top_cell": "or4_1",
        "slowest_delay_ns": 0.76,
        "crit_fanout": 14,
        "cp-end-kind": "flip-flop",
        "cp_data_required_time_ns": 4.42,
    },
    "power": {
        "p_int_w": 0.000472,
        "p_per_area_mw_per_mm2": 349,
        "p_leak_nw": 0.530,
        "combPwrFrac": 0.044,
        "p_seq_frac": 0.552,
        "ir_drop_v": 0.000201,
        "clkPwrFrac": 0.403,
        "power.switching_w": 0.000143,
        "swShare": 0.232,
    },
    "job": {
        "cap_viol_max_count": 0,
        "warnings": 25,
    },
    "drt": {
        "drt-total-wl_mm": 2.65,
        "vias": 1189,
        "vias_per_cell": 4.16,
        "drt-initial-drc-count": 48,
        "drcViolationCount": 0,
        "wl_per_cell_um": 9.28,
        "diodes": 0,
        "firstDrtPassIters": 4,
        "ant_nets": 0,
    },
    "timing": {
        "tightest_slew_ns": 0.702,
        "drv_slew": 0,
        "setup_viol": 0,
        "finalCritPeriodShare": 0.534,
        "post-route-min-period_ns": 2.24,
        "skew_ns": 0.00356,
        "slew-limit-headroom": 0.528,
        "holdWs_ns": 0.411,
        "fin_tns_setup_ns": 0,
        "hold_viol_final": 0,
        "rsz0062_at_grt": "no",
        "max_freq_mhz": 446,
    },
    "placement": {
        "place_inst": 278,
        "dp_hpwl_mm": 1.81,
        "globalplace.congestion": 0.763,
        "io_buffers": 2,
    },
    "cts": {
        "htree_levels": 2,
        "cts_resized": 0,
        "cts_root_buf": "clkbuf_8",
        "post_cts_buffers": 0,
        "clk_path_buf_depth": 2,
        "clock_sinks": 34,
        "clk_pin_slew_ns": 0.07,
        "tritoncts": "built",
        "clock_latency_ns": 0.28,
        "cts_hold_buf": 0,
        "cts_buffers": 5,
    },
    "floorplanning": {
        "placementRows": 35,
        "ios": 3,
        "die_area_sq_mm": 0.0137,
        "fp.coreArea_sq_mm": 0.00920,
        "fp_util": 0.167,
        "die_y_um": 117,
        "dieWidth_um": 117,
    },
    "global_routing": {
        "grt_start_max_net_pins": 31,
        "grt_pass1_wl_mm": 4.71,
        "grt_antenna_before_repair": 0,
        "grt_pass1_vias": 1063,
        "overflow": 0,
        "grt_usage": 0.0407,
    },
    "run_status": {
        "status": "finished clean",
    },
    "min_path": {
        "min_path_type": "flip-flop to flip-flop",
    },
}
## flip-flops by register name, summed over array words and instances (netlist names)
name,count
q,1
ff2,1
counter,31
ff1,1
## cell usage in the layout, fill, tap and decap left out, types with 2 or more instances in the layout
| cell type | synthesis | layout |
|---|---|---|
| inv_1 | 5 | 5 |
| xnor2_1 | 11 | 11 |
| xor2_1 | 4 | 3 |
| nand4_1 | 7 | 7 |
| o21ai_0 | 9 | 9 |
| nand2_1 | 9 | 9 |
| nand3_1 | 9 | 9 |
| nor3_1 | 3 | 3 |
| a21oi_1 | 14 | 14 |
| or4_1 | 6 | 6 |
| dfxtp_1 | 33 | 33 |
| o31ai_1 | 3 | 3 |
| clkbuf_8 | 0 | 6 |
| mux2i_1 | 2 | 2 |
| clkdlybuf4s50_1 | 0 | 2 |
| nor2_1 | 16 | 16 |
| nor4_1 | 6 | 6 |
| or3_1 | 10 | 10 |
## cell families (layout without fill, tap and decap cells)
group | Yosys count | after routing
and+or+nand+nor | 77 | 77
muxes | 2 | 2
DFF | 34 | 34
adders and majority gates | 1 | 1
buffers and inverters | 14 | 16
xor gates and xnor gates | 15 | 15
AOI/OAI and AO/OA | 30 | 30
## power groups by stage
stage / logic (W) / registers [W] / clock network (W)
4_1_cts: 0.0000283 / 0.000339 / 0.000257
5_1_grt: 0.0000325 / 0.000340 / 0.000273
6_report: 0.0000273 / 0.000340 / 0.000248
## path summary, 6_finish.rpt
path | startpoint | end | slack [ns] | cells after the start
setup / recovery | counter[3]$_SDFFE_PP0N_ | counter[25]$_SDFFE_PP0N_ | 1.96 | 4
hold / removal | ff1$_DFF_P_ | ff2$_DFF_P_ | 0.41 | 0
setup reg to reg | counter[3]$_SDFFE_PP0N_ | counter[25]$_SDFFE_PP0N_ | 1.96 | 4
hold reg to reg | ff1$_DFF_P_ | ff2$_DFF_P_ | 0.41 | 0
## per-stage QoR
stage | power, W | cell area [sq um] | util | setup slack, ns
after CTS | 0.000625 | 1760 | 0.191 | 1.96
after global placement | 0.000373 | 1670 | 0.181 | 2.03
final | 0.000615 | 1760 | 0.191 | 1.96
after floorplan | 0.000366 | 1530 | - | 2.24
after global routing | 0.000646 | 1760 | 0.191 | 1.79
after detailed placement | 0.000375 | 1670 | 0.181 | 1.99
## layer usage
metal,track usage,part of all wire,up-vias
met5,0,0,-
met4,0.00329,0,0
met3,0.0124,0.034,0
met2,0.0637,0.44,5
met1,0.0566,0.52,552
li1,-,-,632
## critical path, delay by kind of cell (launching register included)
kind | cells | cell delay, ns
simple gates | 3 | 1.64
flops | 1 | 0.38
compound gates | 1 | 0.15
## area by class of cell
| type | count | area share |
|---|---|---|
| clock buffer | 6 | 0.0469 |
| clock inverter | 2 | 0.00711 |
| inverter | 5 | 0.0107 |
| multi-input combinational | 125 | 0.448 |
| sequential | 34 | 0.392 |
| tap | 111 | 0.0789 |
| timing repair buffer | 3 | 0.0156 |
Power and IR drop assume default switching activity.
